==> flow/design.v <==
`timescale 100ps/1ps
`default_nettype none
module amem_core #(parameter DEPTH=8)(
    input wire [2:0] wr_ptr_i,  
    input wire [(DEPTH-1):0] valid_cells_i,  
	input wire circular_en_i,  
    input wire LI_valid_i,  
    input wire triggered_mode_i,  
	input wire [(DEPTH-1):0] WE_time_i,  
	output wire read_en_o,  
	output wire [3:0] event_mux_o,  
	input wire clk,
	input wire rstb,
    input wire trigger_i,  
	input wire adc_done_i,  
	input wire read_next_i,  
	output wire sample_ready_o,  
	output wire amem_empty_o,  
	output wire amem_full_o  
);
    reg [2:0] read_pointer_reg = 3'b000;
    reg [2:0] read_pointer_next_reg = 3'b000;
    reg [3:0] event_mux_reg = 4'b0000;
	assign event_mux_o = event_mux_reg;
    reg empty_reg = 1'b1;
	reg full_reg = 1'b0;
	assign amem_empty_o = empty_reg;
	assign amem_full_o = full_reg;
	reg read_en_reg = 1'b0;
    reg sample_ready_reg = 1'b0;
	assign read_en_o = read_en_reg;
    assign sample_ready_o = sample_ready_reg;
    wire [2:0] WE_last;
    wire WE_valid;
    reg trigger_one_shot = 1'b0;
    wire mux_done;
    reg [4:0] curr_state = 5'b00000;
    reg [4:0] next_state = 5'b00000;
    localparam [4:0]
                INIT  = 0,
                UPDATE_PTR = 1,
                EMPTY_FULL = 2,
                WAIT_READ = 3,
                SWITCH_MUX_ON = 4,
                SWITCH_MUX_WAIT = 5,
                WAIT_STABLE = 6,
                READY_TO_READ = 7,
                MUX_OFF = 8,
                ERROR = 31;
    prio_enc_mod8 WE_decode(
        .clk(clk),
        .rstb(rstb),
        .signals(WE_time_i),
        .index(WE_last),
        .valid(WE_valid)
    );
    one_shot_3 mux_timeout(
        .clk(clk),
        .rstb(rstb),
        .trigger(trigger_one_shot),
        .pulse(mux_done)
    );
    always @ (posedge clk or negedge rstb)
    begin
        if (!rstb)
            curr_state <= INIT;
        else
            curr_state <= next_state;
    end
    always @ (*)
	begin
        case (curr_state)
            INIT: 
            begin
                empty_reg = 1'b1;  
                full_reg = 1'b0;  
                read_en_reg = 1'b0;  
                event_mux_reg = 4'b1000;  
                sample_ready_reg = 1'b0;  
                read_pointer_reg = 3'b111;  
                read_pointer_next_reg = 3'b000; 
                if ((wr_ptr_i != 4'b0000) && WE_valid)  
                    next_state = UPDATE_PTR; 
            end
            UPDATE_PTR:
            begin
                if (!triggered_mode_i)
                begin
                    if (read_pointer_reg != WE_last)
                    begin
                        read_pointer_reg = read_pointer_reg + 1;
                        next_state = EMPTY_FULL;
                    end
                    else
                        next_state = EMPTY_FULL;
                end
                else if (triggered_mode_i)
                begin
                end
            end
            EMPTY_FULL:
            begin  
                if (wr_ptr_i == read_pointer_reg)  
                begin
                    full_reg = 1'b1;
                    empty_reg = 1'b0;   
                    next_state = WAIT_READ; 
                end
                else if (wr_ptr_i == read_pointer_reg + 1)  
                begin
                    full_reg = 1'b0;
                    empty_reg = 1'b1;
                end
                else  
                begin
                    full_reg = 1'b0;
                    empty_reg = 1'b0;
                    next_state = WAIT_READ;
                end
            end
            WAIT_READ:
            begin  
                if (read_next_i)
                begin
                    next_state = SWITCH_MUX_ON;
                end
            end
            SWITCH_MUX_ON:
            begin
                event_mux_reg = read_pointer_reg;
                trigger_one_shot = 1'b1;  
                next_state = SWITCH_MUX_WAIT;
            end
            SWITCH_MUX_WAIT:
            begin
                trigger_one_shot = 1'b0;
                next_state = WAIT_STABLE;
            end
            WAIT_STABLE:
            begin
                if (!mux_done)
                    next_state = READY_TO_READ;
            end
            READY_TO_READ:
            begin            
                sample_ready_reg = 1'b1;
                if (adc_done_i)
                begin
                    next_state = MUX_OFF;
                end
            end
            MUX_OFF:
            begin
                event_mux_reg = 4'b1000;  
                sample_ready_reg = 1'b0;
                next_state = UPDATE_PTR;  
            end
            default: 
            begin
                empty_reg = 1'b1;  
                full_reg = 1'b0;  
                read_en_reg = 1'b0;  
                event_mux_reg = 4'b1000;  
                sample_ready_reg = 1'b0;  
                read_pointer_reg = 3'b111;  
                read_pointer_next_reg = 3'b000;
                next_state = INIT;
            end
        endcase
    end
endmodule  
module one_shot_3 (
    input  wire clk,
    input  wire rstb,
    input  wire trigger,
    output reg  pulse
);
    reg trigger_d;
    reg [1:0] cnt;
    wire trigger_rise = trigger & ~trigger_d;
    always @(posedge clk or negedge rstb) begin
        if (!rstb) begin
            trigger_d <= 1'b0;
            pulse     <= 1'b0;
            cnt       <= 2'd0;
        end else begin
            trigger_d <= trigger;
            if (trigger_rise) begin
                pulse <= 1'b1;
                cnt   <= 2'd2;
            end
            else if (pulse) begin
                if (cnt == 0)
                    pulse <= 1'b0;
                else
                    cnt <= cnt - 1'b1;
            end
        end
    end
endmodule
`timescale 100ps/1ps
`default_nettype none
module prio_enc_mod8(
    input wire   clk,
    input wire   rstb,
    input wire [7:0] signals,
    output reg [2:0] index,
    output reg valid
);
    reg [7:0] prev = 8'b00000000;
    reg [2:0] offset = 3'b000;
    wire [7:0] falling_edges;
    wire [7:0] rotated;
    wire [3:0] sum;
    wire [2:0] next_index;
    always @(*) begin
        casex (rotated)
            8'b1???????: offset = 3'b111;
            8'b01??????: offset = 3'b110;
            8'b001?????: offset = 3'b101;
            8'b0001????: offset = 3'b100;
            8'b00001???: offset = 3'b011;
            8'b000001??: offset = 3'b010;
            8'b0000001?: offset = 3'b001;
            8'b00000001: offset = 3'b000;
            default:     offset = 3'b000;
        endcase
    end
    always @(posedge clk or negedge rstb) begin
        if (!rstb) 
        begin
            prev  <= 8'b00000000;
            index <= 3'b000;
            valid <= 1'b0;
        end 
        else
        begin
            prev <= signals;
            valid <= |falling_edges;  
            if (|falling_edges) 
                index <= next_index;
        end
    end
    assign falling_edges = prev & ~signals;
    assign rotated = (falling_edges >>            (index + 3'b001)) |
                     (falling_edges << (4'b1000 - (index + 3'b001)));
    assign next_index = (offset + index + 3'b001) & 3'b111;
endmodule  
==> flow/run.sh <==
#!/bin/bash
# OpenROAD 26Q1-2900-gdf79404cd8, Yosys 0.63+post, stock flow scripts
make -C /OpenROAD-flow-scripts/flow DESIGN_CONFIG=/design/flow/config.mk WORK_HOME=/design/flow/orfs finish
==> flow/config.mk <==
export PLATFORM = sky130hd
export DESIGN_NAME = amem_core
export DESIGN_NICKNAME = amem_core
export VERILOG_FILES = /design/flow/design.v
export SDC_FILE = /design/flow/constraint.sdc
export NUM_CORES = 4
export LEC_CHECK = 1
export CORE_UTILIZATION = 40
==> flow/constraint.sdc <==
current_design amem_core

set clk_period 5.0
set clk_io_pct 0.2

create_clock -name clk0 -period $clk_period [get_ports {clk}]

set non_clock_inputs [all_inputs -no_clocks]
set_input_delay [expr $clk_period * $clk_io_pct] -clock clk0 $non_clock_inputs
set_output_delay [expr $clk_period * $clk_io_pct] -clock clk0 [all_outputs]
==> qor.yml <==
cells_and_area:
  largest-register: "WE_decode.prev"
  largest_reg_flops: 8
  drive_gt1_share_pct: 13.6
  syn_to_final_growth_pct: 15.4
  nFillCells: 466
power:
  power.internal_w: 0.000598
  pwr_density_cell_nw_per_um2: 431
  clockPowerShare_pct: 16.7
  switching_power_w: 0.000406
  power_w: 0.00100
  netSwitchingFraction_pct: 40.5
  p_leak_nw: 0.928
  seqPwrFrac_pct: 22.9
  vdd_ir_drop_max_v: 0.000245
  p_comb_share_pct: 60.5
global_routing:
  overflow: 0
  antenna_found_initial: 0
  grt_max_degree: 21
  grt_usage_pct: 16.7
  grt_pass1_wl_um: 6720
  grt_pass1_vias: 1443
hold_path:
  hold_path_depth: 2
  worstHoldStart: "mux_timeout.cnt[1]$_DFFE_PN0P_"
  min_path_type: "reg -> reg"
  worstHoldEndpoint: "mux_timeout.cnt[1]$_DFFE_PN0P_"
yosys:
  ys.warnings.count: 9
  edf_count: 0
  ys_area_um2: 2020
  syn_avg_cell_area_um2: 9.89
  flop_cell: "dfrtp_1"
  synth_top_area_share_pct: 24.8
  postSynthCellCount: 204
  synth_cell_types: 65
  postSynth.asyncResetShare_pct: 57.1
  topCellsByArea: "dfrtp_1 25%, dlxtn_1 11%, mux4_2 5.6%, xnor2_1 3.0%, nand2_1 2.6%"
  synth_area_um2: 2020
  yosys_cells: 204
  synth_flop_count: 35
  synth_top_cell_by_area: "dfrtp_1"
critical_path:
  ff2ff_setup_slack_ns: 0.87
  worst_r2r_startpoint: "WE_decode.index[1]$_DFFE_PN0P_"
  r2r_cells: 13
  cp_max_fo: 5
  crit_path_end_kind: "flip-flop"
  worstPathRequired_ns: 5.16
  worstPathArrival_ns: 4.34
  critical_path_class: "in -> reg"
  reg2reg_to: "WE_decode.index[2]$_DFFE_PN0P_"
  startpoint_type: "input pin"
floorplan:
  die_area_um2: 5330
  core_um2: 4790
  num_rows: 25
  die_y_um: 73.0
  die_x_um: 73.0
  initCoreUtil_pct: 42.1
  pin_count: 35
routing:
  ant_nets: 0
  vias: 1516
  routedWlPerCell_um: 13.6
  dr.pass1.iters: 4
  n_antenna_cell: 0
  drc: 0
  viasPerCell: 5.26
  drtIter0Drc: 53
  wl_um: 3920
final_timing:
  worst_pin_slew_ns: 0.669
  finClkSkew_ns: 0.00267
  post-route-min-period_ns: 4.18
  setup_slack_ns: 0.818
  unclocked_regs: 15
  untimed_endpoints: 27
  fmax_ghz: 0.239
  fin_tns_setup_ns: 0
  rsz0062_at_grt: "no"
  whs_ns: 0.527
  drv_slew: 0
  setup_viol: 0
  slew_headroom_pct: 55.4
  hold_viol_final: 0
  post-route-period-util_pct: 83.6
status:
  status: "completed"
cts:
  numCtsBuffers: 3
  htreeDepth: 1
  clk-insertion-delay-late_ns: 0.26
  cts_hold_buf: 0
  clock_path_buffers: 2
  cts-resized-gates: 0
  post-cts-setup-buffers: 0
  cts_root_buf: "clkbuf_8"
  cts_tree: "done"
  cts.clk_slew.worst_paths_ns: 0.08
placement:
  hpwl_um: 2920
  finalWeightedCongestion: 0.851
  port_buffers: 22
  post-place-ws_ns: 0.524
job:
  warnings: 36
  max_cap_viol_count: 0
## placed cells by master, fill, tap and decap left out, drive strengths merged, types with 4 or more instances in the layout
| cell type | synthesis | routed |
|---|---|---|
| clkdlybuf4s50 | 0 | 22 |
| dfrtp | 20 | 20 |
| dlxtn | 15 | 15 |
| nand2 | 14 | 14 |
| nor2 | 11 | 11 |
| nor2b | 10 | 10 |
| a21oi | 8 | 8 |
| inv | 8 | 8 |
| xnor2 | 7 | 7 |
| nor4 | 6 | 6 |
| mux4 | 6 | 6 |
| o21ai | 6 | 6 |
| xor2 | 5 | 5 |
| mux2i | 5 | 5 |
| and2 | 4 | 4 |
| nor3 | 4 | 4 |
| nand2b | 4 | 4 |
| ha | 4 | 4 |
| nor3b | 4 | 4 |
| mux2 | 4 | 4 |
| or2 | 4 | 4 |
## logic make-up (layout without fill, tap and decap cells)
logic type                 after synthesis  after routing  synth area share (%)
DFF                                     20             20                  24.8
AOI/OAI and AO/OA                       35             35                  12.1
and+or+nand+nor                         82             82                  25.8
buffers and inverters                   19             36                  5.46
latches                                 15             15                  11.2
muxes                                   15             15                  11.8
xor gates and xnor gates                12             12                  5.21
other                                    1              1                 0.186
adders and majority gates                5              5                  3.47
## Yosys cell counts, drive strengths merged (2+ instances only)
master / number
mux2i: 5
or2b: 2
ha: 4
a31o: 3
nand3b: 3
clkbuf: 6
nor4: 6
nor3: 4
a31oi: 3
inv: 8
or2: 4
nor2b: 10
xor2: 5
nand2b: 4
mux2: 4
xnor2: 7
nand3: 3
o21ai: 6
and3: 2
dfrtp: 20
nand2: 14
o31ai: 2
nor2: 11
buf: 5
dlxtn: 15
or4bb: 2
nor3b: 4
and4bb: 2
mux4: 6
and2: 4
a21oi: 8
a211oi: 3
## per-stage QoR
step | util [%] | std cells | area (um^2)
floorplan | - | 204 | 2020
global placement | 47.1 | 284 | 2260
detailed placement | 47.1 | 284 | 2260
CTS | 48.6 | 288 | 2330
global route | 48.6 | 288 | 2330
finish | 48.6 | 288 | 2330
## layer usage
metal	share of wire (%)	routed length (um)	GRT usage, %
met3	2.8	108	3.08
met5	0	0	0
met2	46	1790	26.4
met4	0.38	15	0.871
met1	51	2010	26.1
## area by class of cell
cell class / instances / area [um^2] / share of cell area (%)
clock buffers: 3 / 41.3 / 1.77
clock inverters: 1 / 30.0 / 1.29
inverters: 8 / 30.0 / 1.29
multi-input cells: 150 / 1180 / 50.8
flip-flops and latches: 35 / 726 / 31.2
well taps: 67 / 83.8 / 3.60
repair buffers: 24 / 235 / 10.1
## critical path, stage by stage
cell and delay, ns:
clkdlybuf4s50_1 0.54, nor2b_1 0.08, mux4_2 0.49, o2bb2ai_1 0.17, a211oi_1 0.24, o31ai_1 0.12, a211oi_1 0.30, ha_1 0.19
inv_1 0.04, fa_1 0.39, or4_1 0.53, mux2i_1 0.15, nor4_1 0.07
## worst max path at each step
stage | startpoint | endpoint | slack [ns] | depth (start not counted)
after CTS | WE_time_i[0] | WE_decode.index[2]$_DFFE_PN0P_ | 0.81 | 13
after global routing | WE_decode.index[1]$_DFFE_PN0P_ | WE_decode.index[2]$_DFFE_PN0P_ | 0.58 | 13
final | WE_time_i[0] | WE_decode.index[2]$_DFFE_PN0P_ | 0.82 | 13
## power by group through the flow
stage,clock network (W),logic (W),registers [W]
after CTS,0.000171,0.000610,0.000230
after global routing,0.000179,0.000675,0.000235
final,0.000167,0.000607,0.000229
Power figures rest on the tool's default switching activity, not on a simulated workload.
