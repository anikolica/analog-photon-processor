`run.sh`:
```
#!/bin/bash
# OpenROAD 26Q1-2900-gdf79404cd8, Yosys 0.63+post, stock flow scripts
make -C /OpenROAD-flow-scripts/flow DESIGN_CONFIG=/design/flow/config.mk WORK_HOME=/design/flow/orfs finish
```
`config.mk`:
```
export PLATFORM = sky130hd
export DESIGN_NAME = clk_counter
export DESIGN_NICKNAME = clk_counter
export VERILOG_FILES = /design/flow/design.v
export SDC_FILE = /design/flow/constraint.sdc
export NUM_CORES = 4
export LEC_CHECK = 1
export CORE_AREA = 10 10 97 97
export DIE_AREA = 0 0 107 107
```
`constraint.sdc`:
```
current_design clk_counter

set clk_period 5.5
set clk_io_pct 0.2

create_clock -name clk0 -period $clk_period [get_ports {clk}]

set non_clock_inputs [all_inputs -no_clocks]
set_input_delay [expr $clk_period * $clk_io_pct] -clock clk0 $non_clock_inputs
set_output_delay [expr $clk_period * $clk_io_pct] -clock clk0 [all_outputs]
```
`design.v`:
```
`timescale 1ns/1ps
module clk_counter #(
		     parameter WIDTH=32
		     )
   (
    output wire [WIDTH:0] count,
    input wire 	       clk,
    input wire 	       rstb
    );
   reg [31:0] counter;
   assign count = counter;
   always @( posedge clk, negedge rstb ) begin
      if ( rstb == 1'b0 )
	counter <= 0;
      else
	counter <= counter + 1'b1;
   end
endmodule  
```
==> ci_impl_report.md <==
## Synthesis and layout report

| Metric | Value |
|---|---|
| Crit path max-delay family | buffers and inverters |
| Gates resized, CTS repair | 0 |
| Boundary pin count | 35 |
| Initial antenna violation count | 0 |
| Row count | 31 |
| Area of the core | 7292 sq um |
| Sort of element at the end of the critical path | output pin |
| Maximum clock rate | 428.0 MHz |
| Residual overflow from global routing | 0 |
| Tally of max-capacitance violations | 0 |
| Max reg flops | 32 |
| Dominant cell area share | 0.5374 |
| Arrival time reported for the critical path endpoint | 1240 ps |
| Chip width | 107 um |
| Detail-routed net length per standard cell | 12.62 um |
| Starting density of the core | 0.2044 |
| Antenna cells | 0 |
| Leading area contributor after synthesis | sky130_fd_sc_hd__dfrtp_1 |
| Sum of negative setup slack | 0 ps |
| Critical path cell sequence | clkdlybuf4s50_1 |
| Vias per inst | 3.879 |
| Biggest registers after layout | counter: 32 flops |
| Fin. Hold Viols | 0 |
| Hold Buf Count CTS | 0 |
| Post-Layout Inst Area | 1997 sq um |
| Clock edge transition at the registers on the reported setup and hold paths | 70 ps |
| DR DRC count | 0 |
| Most used flip-flop cell | sky130_fd_sc_hd__dfrtp_1 |
| Total length of routed wires | 3332 um |
| Sequential cell area | 800.8 sq um |
| Final antenna-violating net count | 0 |
| Skew final | 6.515 ps |
| End-of-flow core utilization | 0.2739 |
| Time the final worst path needs with I/O delays and setup | 2337 ps |
| Wire length of the first global-routing pass | 5740 um |
| Max FO, Critical Path | 4 |
| Mapped Avg Cell Area | 11.55 sq um |
| Final weighted congestion in routability-driven placement | 0.7427 |
| Vias after detailed routing | 1024 |
| Unrepaired setup endpoints after global routing | no |
| Slew Limit Fails | 0 |
| Area enclosed by the die boundary | 11450 sq um |
| Largest net degree at the start of global routing | 33 |
| Required time at the endpoint of the critical path | 4400 ps |
| Worst path bufs/invs | 1 |
| Relative slew margins | 0.5969 |
| Status | complete, no violations |
| Class of the worst hold path | flop to flop |
| Synthesized netlist cell count | 129 |
| Startpoint kind of the worst setup timing path | flop |
| Number of synthesized register bits | 32 |
| Net Switching | 0.08670 mW |
| Count of endpoints failing setup in the final report | 0 |
| CTS Root Buffer Type | sky130_fd_sc_hd__clkbuf_8 |
| Final Cycle Share | 0.4248 |
| Postcts setup bufs | 0 |
| Overall Power | 0.4091 mW |
| Number of warnings the tools reported | 25 |
| Post-synthesis chip area from yosys | 1490 sq um |
| Category of the critical setup timing path | flop to output pin |
| Share of flip-flops with an asynchronous set or reset | 1.000 |
| Total routing usage reported by global routing | 0.06109 |
| Unique cell types | 26 |
| Area delta synth->final | 34.01% |
| Count of buffers from port buffering | 33 |
| Post-detailed-placement cell area | 1919 sq um |
| Post-synth EDFFs | 0 |
| Final HPWL DP | 2374 um |
| DR pass1 iterations | 3 |
| Register with the most flip-flops | counter |
| Maximum root-to-sink buffer count | 2 |
| Delay of the slowest critical-path stage | 530 ps |
| Area of combinational cells with multiple inputs | 638.1 sq um |
| Switching share of total power | 0.2120 |
| Slowest cell on crit path | sky130_fd_sc_hd__clkdlybuf4s50_1 |
| Logic gate share of total power | 0.014 |
| Number of H-tree levels | 2 |
| Worst-skew pair later-pin latency | 280 ps |
| Synthesis warning total | 1 |
| Die height | 107 um |
| Most common cell in the netlist | sky130_fd_sc_hd__dfrtp_1 |
| Slew at the pin closest to its max-slew limit | 602.9 ps |
| Internal power consumption | 0.3224 mW |
| Sink Count | 32 |
| Top cells by area | sky130_fd_sc_hd__dfrtp_1 54%, sky130_fd_sc_hd__xor2_1 12%, sky130_fd_sc_hd__xnor2_1 5.9%, sky130_fd_sc_hd__nor4_2 4.2%, sky130_fd_sc_hd__nand3_1 3.4% |
| Fillcell total | 787 |
| VDD IR max | 72.88 uV |
| Clock tree from TritonCTS | built |
| Share of synthesized area occupied by flip-flops and latches | 0.5374 |
| Power per cell area | 204.8 nW/um^2 |
| DRT iter0 DRCs | 22 |
| Share of power burned in the clock network | 0.411 |
| Cells in synth_stat.txt | 129 |
| Fraction of final layout cells sized beyond drive strength 1 | 0.1030 |
| Register share of total power | 0.575 |
| Mapped cell area | 1490 sq um |
| Vias in the first global route | 1085 |
| Most common library cells after synthesis | 32 x sky130_fd_sc_hd__dfrtp_1, 20 x sky130_fd_sc_hd__xor2_1, 10 x sky130_fd_sc_hd__nand3_1, 10 x sky130_fd_sc_hd__xnor2_1, 9 x sky130_fd_sc_hd__nand2_1 |
| Leakage power | 0.8802 nW |
| Number of buffers created by CTS | 5 |
==> layout by cell type, fill, tap and decap left out <==
cell type | netlist | routed
sky130_fd_sc_hd__nand2_1 | 9 | 9
sky130_fd_sc_hd__conb_1 | 1 | 1
sky130_fd_sc_hd__nor4_2 | 5 | 5
sky130_fd_sc_hd__or3_1 | 1 | 1
sky130_fd_sc_hd__inv_1 | 5 | 5
sky130_fd_sc_hd__nor2_1 | 6 | 6
sky130_fd_sc_hd__dfrtp_1 | 32 | 32
sky130_fd_sc_hd__buf_4 | 1 | 1
sky130_fd_sc_hd__and3_1 | 2 | 2
sky130_fd_sc_hd__clkbuf_1 | 0 | 1
sky130_fd_sc_hd__clkdlybuf4s50_1 | 0 | 33
sky130_fd_sc_hd__or2_2 | 1 | 1
sky130_fd_sc_hd__ha_1 | 1 | 1
sky130_fd_sc_hd__nor4_4 | 1 | 1
sky130_fd_sc_hd__xnor2_1 | 10 | 10
sky130_fd_sc_hd__clkbuf_8 | 0 | 5
sky130_fd_sc_hd__and4_1 | 4 | 4
sky130_fd_sc_hd__or3_4 | 1 | 1
sky130_fd_sc_hd__nand3_2 | 2 | 2
sky130_fd_sc_hd__clkinv_2 | 0 | 1
sky130_fd_sc_hd__nand4_1 | 3 | 3
sky130_fd_sc_hd__nor3_1 | 4 | 4
sky130_fd_sc_hd__nor3b_1 | 1 | 1
sky130_fd_sc_hd__xor2_1 | 20 | 20
sky130_fd_sc_hd__nor4_1 | 4 | 4
sky130_fd_sc_hd__nand3_1 | 10 | 10
sky130_fd_sc_hd__nand2b_1 | 1 | 1
==> layout make-up <==
| cell class | instances | share of cell area |
|---|---|---|
| inverter | 5 | 0.009398 |
| multi-input combinational | 87 | 0.3195 |
| timing repair buffer | 34 | 0.1692 |
| sequential | 32 | 0.4010 |
| clock buffer | 6 | 0.03634 |
| tap | 99 | 0.06203 |
| clock inverter | 1 | 0.002506 |
==> stage by stage <==
stage          setup WS [ps]  cells  hold WS (ps)
2_1_floorplan           3901    129         420.4
3_3_place_gp            3453    257         455.0
3_5_place_dp            3454    257         460.6
4_1_cts                 3129    264         474.4
5_1_grt                 3060    264         501.5
6_report                3163    264         472.0
==> cell families (layout without fill, tap and decap cells) <==
family / Yosys count / after routing / synth area share
adder cells (fa/ha/maj): 1 / 1 / 0.008395
flip-flops: 32 / 32 / 0.5374
buffers and inverters: 10 / 46 / 0.03443
XOR/XNOR: 30 / 30 / 0.1763
AND/OR/NAND/NOR: 55 / 55 / 0.2410
other: 1 / 1 / 0.002516
==> final timing paths <==
check | startpoint | end | slack, ps | cells past startpoint
worst max-delay path | counter[15]$_DFF_PN0_ | count[15] | 3160 | 1
worst min-delay path | counter[31]$_DFF_PN0_ | counter[31]$_DFF_PN0_ | 470 | 1
worst max register to register | counter[0]$_DFF_PN0_ | counter[28]$_DFF_PN0_ | 3600 | 5
worst min register to register | counter[31]$_DFF_PN0_ | counter[31]$_DFF_PN0_ | 470 | 1
max in group asynchronous | rstb | counter[6]$_DFF_PN0_ | 3970 | 2
min in group asynchronous | rstb | counter[26]$_DFF_PN0_ | 1220 | 2
==> metal layers <==
layer	vias to the layer above	part of all wire	track usage
met5	-	0	0
met4	0	0	0.006770
met3	0	0.11	0.03396
met2	30	0.43	0.08780
met1	485	0.46	0.08147
li1	509	-	-
==> power by group through the flow <==
stage	Clock [mW]	Combinational, mW	Sequential (mW)
5_1_grt	0.188	0.00692	0.235
4_1_cts	0.178	0.00639	0.235
6_report	0.168	0.00569	0.235
Power is estimated from default activity; no workload was simulated.
