==> flow/design.v <==
`timescale 100ps/1ps
`default_nettype none
module trig_cont(
		    input wire [2:0]  w_ptr_i,
		    input wire 	      LI_start_i,  
		    input wire 	      LI_end_i,  
		    input wire 	      trigger_i,  
		    input wire 	      read_en_i,
		    input wire [3:0]  event_mux_i,   
		    output wire [7:0] trigd_o,
		    input wire 	      clk,
		    input wire 	      rstb
		    );
   reg [2:0] trig_start;    
   reg [2:0] trig_end;      
   reg [2:0] trig_idx;      
   reg [7:0] trigd;
   assign trigd_o = trigd;
   reg [1:0] state;
   reg [1:0] next_state;
   reg [7:0] next_trigd;
   reg [2:0] next_trig_start;
   reg [2:0] next_trig_end;
   reg [2:0] next_trig_idx;
   reg [2:0] last_wptr;
   reg [2:0] next_last_wptr;
  localparam [1:0]
                IDLE  = 2'h0,
                WAIT_TRIG = 2'h1,
                WAIT_LI_END = 2'h2,
                MARK_TOTS = 2'h3;
   always @(*) begin
      if ( rstb == 1'b0 ) begin
	 next_state = IDLE;
	 next_trigd = 8'h0;
	 next_trig_start = 3'h00;
	 next_trig_end = 3'h00;
	 next_trig_idx = 3'h00;
	 next_last_wptr = 3'h00;
      end
      next_trig_start = trig_start;
      next_trig_end = trig_end;
      next_trig_idx = trig_idx;
      next_state = state;
      next_trigd = trigd;
      next_last_wptr = last_wptr;
      if ( read_en_i && event_mux_i[3] )   
	next_trigd = trigd & ~(1'b1 << event_mux_i[2:0]);
      if ( last_wptr != w_ptr_i )
	next_last_wptr = w_ptr_i;
      case ( state )
	IDLE: begin
	   if ( trig_idx != trig_end ) begin
	      next_trigd = trigd | (1'b1 << trig_idx);
	      next_trig_idx = trig_idx + 1'b1;
	   end
	   if ( LI_start_i ) begin
	      next_trig_start = last_wptr;
	      next_state = WAIT_TRIG;
	   end
	   else
	     next_state = IDLE;
	end  
	WAIT_TRIG: begin
	   if ( trigger_i ) begin
	      next_trig_idx = trig_start;
	      next_state = WAIT_LI_END;
	   end
	   else begin
	      if ( trig_idx != trig_end ) begin
		 next_trigd = trigd | (1'b1 << trig_idx);
		 next_trig_idx = trig_idx + 1'b1;
	      end
	      if ( LI_end_i ) next_state = IDLE;
	      else next_state = WAIT_TRIG;
	   end
	end  
	WAIT_LI_END: begin
	   next_trig_end = last_wptr;
	   if ( trig_idx != trig_end ) begin
	      next_trigd = trigd | (1'b1 << trig_idx);
	      next_trig_idx = trig_idx + 1'b1;
	   end
	   if ( LI_end_i ) next_state = IDLE;
	   else next_state = WAIT_LI_END;
	end  
      endcase  
   end  
   always @(posedge clk, negedge rstb )
     if ( rstb == 1'b0 ) begin
	state <= IDLE;
	trigd <= 8'h00;
	trig_start <= 3'h0;
	trig_end <= 3'h0;
	trig_idx <= 3'h0;
	last_wptr <= 3'h0;
     end
     else begin
	state <= next_state;
	trigd <= next_trigd;
	trig_start <= next_trig_start;
	trig_end <= next_trig_end;
	trig_idx <= next_trig_idx;
	last_wptr <= next_last_wptr;
     end
endmodule  
==> flow/run.sh <==
#!/bin/bash
# OpenROAD 26Q1-2900-gdf79404cd8, Yosys 0.63+post, stock flow scripts
make -C /OpenROAD-flow-scripts/flow DESIGN_CONFIG=/design/flow/config.mk WORK_HOME=/design/flow/orfs finish
==> flow/config.mk <==
export PLATFORM = sky130hd
export DESIGN_NAME = trig_cont
export DESIGN_NICKNAME = trig_cont
export VERILOG_FILES = /design/flow/design.v
export SDC_FILE = /design/flow/constraint.sdc
export NUM_CORES = 4
export LEC_CHECK = 1
export CORE_AREA = 10 10 113 113
export DIE_AREA = 0 0 123 123
==> flow/constraint.sdc <==
current_design trig_cont

set clk_period 3.4
set clk_io_pct 0.2

create_clock -name clk0 -period $clk_period [get_ports {clk}]

set non_clock_inputs [all_inputs -no_clocks]
set_input_delay [expr $clk_period * $clk_io_pct] -clock clk0 $non_clock_inputs
set_output_delay [expr $clk_period * $clk_io_pct] -clock clk0 [all_outputs]
==> flow_summary.yaml <==
# physical design summary
run_status:
  status: "finished, final reports clean"
power:
  net_switching_power_mw: 0.472
  sequential_cell_fraction_of_total_power_pct: 41.4
  cellLeakagePower_nw: 0.584
  maximum_vdd_ir_drop_mv: 0.217
  pwr_density_cell_nw_per_um2: 803
  power.share.clock_pct: 14.0
  switching_share_pct: 38.0
  p_int_mw: 0.770
  finalPower_mw: 1.24
  comb_power_share_pct: 44.6
sta:
  min_period_ps: 2150
  rsz0062_at_grt: "no"
  relative_slew_slack_pct: 70.4
  slew_viol_final: 0
  layout_worst_path_cycle_share_pct: 63.2
  finalClockSkew_ps: 4.92
  summed_negative_setup_slack_over_all_endpoints_ps: 0
  hold_violations: 0
  worst-slew-pin-transition_ps: 441
  final_setup_margin_ps: 1250
  fmax_ghz: 0.465
  setup_viol: 0
die:
  num_rows: 37
  core_area_um2: 10300
  dieArea_um2: 15100
  fp-utilization_pct: 11.4
  pin_count: 21
  floorplan.die.height_um: 123
  die_w_um: 123
final_layout:
  lay_top_cells: "sky130_fd_sc_hd__dfrtp_1, sky130_fd_sc_hd__clkdlybuf4s50_1, sky130_fd_sc_hd__nand2_1, sky130_fd_sc_hd__a31oi_1, sky130_fd_sc_hd__a21oi_1"
  n_fill_cell: 1142
  final_common_cell: "sky130_fd_sc_hd__dfrtp_1"
  layout.cell_area.non_filler_um2: 1550
  final_core_utilization_pct: 15.0
  synthToLayoutAreaGrowth_pct: 31.5
  seq_area_um2: 577
  share_of_post_route_cells_with_drive_strength_above_1_pct: 13.8
  area.combinational_um2: 518
clock_tree:
  clock_h_tree_levels: 1
  cts_buffer_depth: 2
  number_of_hold_buffers_added_after_cts: 0
  insertion_delay_of_the_later_clocked_pin_in_the_worst_skew_pair_ps: 260
  post_cts_buffers: 0
  cts-buffers-inserted: 3
  clock_transition_at_the_registers_of_the_reported_paths_ps: 90
  post_cts_resize_count: 0
  tritoncts_num_sinks: 23
  tritoncts: "done"
  clk_root_buffer_cell: "sky130_fd_sc_hd__clkbuf_8"
synth:
  numSynthFlops: 23
  synth.area.top_cells: "sky130_fd_sc_hd__dfrtp_1, sky130_fd_sc_hd__a31oi_1, sky130_fd_sc_hd__mux2_2, sky130_fd_sc_hd__xnor2_2, sky130_fd_sc_hd__buf_6"
  synth.distinct_cells: 34
  edf_count: 0
  synth-async-reset-ratio_pct: 100
  cell_taking_the_most_area_after_synthesis: "sky130_fd_sc_hd__dfrtp_1"
  synthFlopType: "sky130_fd_sc_hd__dfrtp_1"
  postSynthCellCount: 112
  syn_avg_cell_area_um2: 10.5
  yosys_cells: 112
  netlist_area_um2: 1180
  sequential_area_share_after_synthesis_pct: 49.0
  fraction_of_post_synthesis_cell_area_in_the_top_cell_type_by_area_pct: 46.8
  synth_chip_area_um2: 1180
  synth.yosys.warnings: 1
global_routing:
  wire_length_of_the_first_global_routing_pass_um: 4800
  grt_overflow_total: 0
  first_global_vias: 961
  track_usage_pct: 3.88
  grt_start_max_net_pins: 24
  grt_antenna_before_repair: 0
setup_path:
  critPathCaptureType: "flop"
  path_max_fanout: 7
  critical_path_arrival_ps: 2300
  critical_path_class: "input pin to flop"
  worst_ep_required_time_ps: 3550
  cp-start-kind: "input pin"
drt:
  postRouteAntennaNets: 0
  drt_pass_1_iters: 4
  drt_wl_total_um: 2850
  routedWlPerCell_um: 10.7
  route.detailed.drc: 0
  vias_per_cell: 3.52
  number_of_drc_violations_after_detailed_routing_iteration_0: 81
  insertedDiodeCount: 0
  dr_total_vias: 935
run:
  drv_cap: 0
  openroad_warnings: 25
placed_design:
  gpl.final_weighted_congestion: 0.849
  port_buffers: 20
  worst_slack_after_detailed_placement_ps: 1000
  post-dp-hpwl_um: 2250
  place_area_um2: 1500
worst_hold_path:
  holdCritPathClass: "flop to flop"
Yosys cell counts, types with 2 or more instances:
cell                       instances
sky130_fd_sc_hd__buf_6             4
sky130_fd_sc_hd__nand2b_1          2
sky130_fd_sc_hd__xnor2_2           3
sky130_fd_sc_hd__clkbuf_1          3
sky130_fd_sc_hd__a41oi_1           4
sky130_fd_sc_hd__nor2_1            7
sky130_fd_sc_hd__mux2_2            5
sky130_fd_sc_hd__o21ai_0           7
sky130_fd_sc_hd__a31oi_1           9
sky130_fd_sc_hd__a21oi_1           8
sky130_fd_sc_hd__nor3_1            2
sky130_fd_sc_hd__inv_1             7
sky130_fd_sc_hd__nand2_1           9
sky130_fd_sc_hd__dfrtp_1          22
per-layer routing:
layer  GRT usage [%]  routed length (µm)  up-vias
met2            6.86                1520       13
li1                -                   -      446
met3            1.16                 137        2
met5               0                   0        -
met1            4.76                1180      474
met4           0.291                   7        0
final timing paths:
kind | endpoint | depth (start not counted) | from | slack (ps)
setup / recovery | trigd[2] | 6 | trigger_i | 1250
hold / removal | trig_end[1] | 2 | last_wptr[1] | 510
setup reg to reg | trigd[2] | 5 | trig_idx[0] | 1470
hold reg to reg | trig_end[1] | 2 | last_wptr[1] | 510
max in group asynchronous | state[0] | 2 | rstb | 2360
min in group asynchronous | trig_end[2] | 2 | rstb | 760
cell type report:
type                       instances  share of cell area [%]
clock inverter                     1                   0.485
tap                              136                    11.0
inverter                           7                    1.70
sequential                        23                    37.3
multi-input combinational         75                    33.5
clock buffer                       3                    2.67
timing repair buffer              21                    13.4
worst max-delay path, stage by stage:
cell	delay, ps
sky130_fd_sc_hd__clkdlybuf4s50_1	460
sky130_fd_sc_hd__nand2b_1	190
sky130_fd_sc_hd__a32oi_2	350
sky130_fd_sc_hd__nand4_1	130
sky130_fd_sc_hd__and3_2	210
sky130_fd_sc_hd__a311o_1	270
flip-flops by register name, indices dropped and copies added (netlist names):
signal      cells
trig_idx        3
trig_end        3
last_wptr       3
state           3
trigd           8
trig_start      3
power by group through the flow:
| stage | Combinational [mW] | Sequential, mW | Clock [mW] |
|---|---|---|---|
| CTS | 0.559 | 0.517 | 0.181 |
| global route | 0.614 | 0.541 | 0.191 |
| finish | 0.554 | 0.515 | 0.173 |
kinds of logic after synthesis:
group / Yosys count / synth area share [%]
adder cells (fa/ha/maj): 1 / 1.06
XOR/XNOR: 3 / 4.14
flip-flops: 23 / 49.0
AND/OR/NAND/NOR: 30 / 13.3
buffers and inverters: 14 / 7.01
AND-OR/OR-AND: 36 / 20.7
multiplexers: 5 / 4.78
metrics by stage:
step / std cells / hold WS [ps]
after floorplan: 112 / 384
after global placement: 262 / 482
after detailed placement: 262 / 497
after CTS: 266 / 514
after global routing: 266 / 539
final: 266 / 508
Power and IR drop assume default switching activity.
